## design/flow/design.v

```verilog
`timescale 1ns / 1ps
module Counter_x(   clk,
                    rst,
                    clk0,
                    clk1,
                    clk2,
                    counter_we,
                    counter_val,
                    counter_ch,
                    counter0_OUT,
                    counter1_OUT,
                    counter2_OUT,
                    counter_out,
                    M0
                    );
    input clk, rst, clk0, clk1, clk2, counter_we;
    reg   [32: 0] counter0, counter1, counter2;
    reg   [31: 0] counter0_Lock, counter1_Lock, counter2_Lock;
    output wire  [31: 0] counter_out;
    reg   [23: 0] counter_Ctrl;
    input [31: 0] counter_val;
    output reg M0;
    reg sq0, sq1, sq2, M1, M2, clr0, clr1, clr2;
    output wire counter0_OUT,counter1_OUT,counter2_OUT;
    input wire [ 1: 0] counter_ch;  
    initial begin
        counter0 <= 0;
        counter1 <= 0;
        counter2 <= 0;
    end
    always @ (posedge clk or posedge rst) begin
        if ( rst ) begin
            counter0_Lock <= 0;
            counter1_Lock <= 0;
            counter2_Lock <= 0;
            counter_Ctrl <= 0;
        end else if ( counter_we ) begin           
            case( counter_ch )
                2'h0: begin                      
                    counter0_Lock <= counter_val;
                    M0 <= 1;
                end
                2'h1: begin                      
                    counter1_Lock <= counter_val;
                    M1 <= 1;
                end
                2'h2: begin                      
                    counter2_Lock <= counter_val;
                    M2 <= 1;
                end
                2'h3: begin
                    counter_Ctrl <= counter_val[23:0];
                end
            endcase
        end else begin
            counter0_Lock <= counter0_Lock;
            counter1_Lock <= counter1_Lock;
            counter2_Lock <= counter2_Lock;
            counter_Ctrl <= counter_Ctrl;
            if ( clr0 ) M0 <= 0;
            if ( clr1 ) M1 <= 0;
            if ( clr2 ) M2 <= 0;
        end
    end
    always @ (posedge clk0 or posedge rst) begin
        if ( rst ) begin
            counter0[32: 0] <= 33'b0;
            sq0 <= 0;
            clr0 <= 0;
        end else begin
            case ( counter_Ctrl[ 2: 1] )
                2'b00: begin
                    if ( M0 ) begin                          
                        counter0 <= {1'b0,counter0_Lock};
                        clr0 <= 1;
                    end else
                        if ( counter0[32] == 0 ) begin
                            counter0 <= counter0 - 1'b1;
                            clr0 <= 0;                       
                        end
                end
                2'b01: begin
                    if ( counter0[32] == 0 )
                        counter0 <= counter0 - 1'b1;
                    else counter0 <= {1'b0,counter0_Lock};
                end
                2'b10: begin
                    sq0 <= counter0[32];
                    if ( sq0 != counter0[32] )
                        counter0[31:0] <= {1'b0,counter0_Lock[31:1]};            
                    else counter0 <= counter0 - 1'b1;
                end
                2'b11:
                    counter0 <= counter0 - 1'b1;
            endcase
        end
    end
    always @ (posedge clk1 or posedge rst) begin
        if ( rst ) begin
            counter1[32: 0] <= 33'b0;
            sq1 <= 0;
            clr1 <= 0;
        end else begin
            case ( counter_Ctrl[10: 9] )
                2'b00: begin
                    if ( M1 ) begin
                        counter1 <= {1'b0, counter1_Lock};
                        clr1 <= 1;
                    end else
                        if ( counter1[32] == 0 ) begin
                            counter1 <= counter1 - 1'b1;
                            clr1 <= 0;
                        end
                end
                2'b01: begin
                    if ( counter1[32] == 0 )
                        counter1 <= counter1 - 1'b1;
                    else counter1 <= {1'b0, counter1_Lock};
                end
                2'b10: begin
                    sq1 <= counter1[32];
                    if ( sq1 != counter1[32] )
                        counter1[31:0] <= {1'b0, counter1_Lock[31:1]};
                    else counter1 <= counter1 - 1'b1;
                end
                2'b11:
                    counter1 <= counter1 - 1'b1;
            endcase
        end
    end
    always @ (posedge clk2 or posedge rst) begin
        if ( rst ) begin
            counter2[32: 0] <= 33'b0;
            sq2 <= 0;
            clr2 <= 0;
        end else begin
            case ( counter_Ctrl[18:17] )
                2'b00: begin
                    if ( M2 ) begin
                        counter2 <= {1'b0, counter2_Lock};
                        clr2 <= 1;
                    end else
                        if ( counter2[32] == 0 ) begin
                            counter2 <= counter2 - 1'b1;
                            clr2 <= 0;
                        end
                end
                2'b01: begin
                    if ( counter2[32] == 0 )
                        counter2 <= counter2 - 1'b1;
                    else counter2 <= {1'b0, counter2_Lock};
                end
                2'b10: begin
                    sq2 <= counter2[32];
                    if ( sq2 != counter2[32] )
                        counter2[31:0] <= {1'b0, counter2_Lock[31:1]};
                    else counter2 <= counter2 - 1'b1;
                end
                2'b11:
                    counter2 <= counter2 - 1'b1;
            endcase
        end
    end
    assign counter0_OUT = counter0[32];
    assign counter1_OUT = counter1[32];
    assign counter2_OUT = counter2[32];
    assign counter_out  = counter0[31: 0];
endmodule
```

## design/flow/config.mk

```make
export PLATFORM = sky130hd
export DESIGN_NAME = Counter_x
export DESIGN_NICKNAME = Counter_x
export VERILOG_FILES = /design/flow/design.v
export SDC_FILE = /design/flow/constraint.sdc
export NUM_CORES = 4
export LEC_CHECK = 1
export CORE_UTILIZATION = 30
```

## design/flow/constraint.sdc

```tcl
current_design Counter_x

set clk_period 1.1
set clk_io_pct 0.2

create_clock -name clk0 -period $clk_period [get_ports {clk}]
create_clock -name clk1 -period $clk_period [get_ports {clk0}]
create_clock -name clk2 -period $clk_period [get_ports {clk1}]
create_clock -name clk3 -period $clk_period [get_ports {clk2}]

set non_clock_inputs [all_inputs -no_clocks]
set_input_delay [expr $clk_period * $clk_io_pct] -clock clk0 $non_clock_inputs
set_output_delay [expr $clk_period * $clk_io_pct] -clock clk0 [all_outputs]
```

## design/flow/run.sh

```bash
#!/bin/bash
# OpenROAD 26Q1-2900-gdf79404cd8, Yosys 0.63+post, stock flow scripts
make -C /OpenROAD-flow-scripts/flow DESIGN_CONFIG=/design/flow/config.mk WORK_HOME=/design/flow/orfs finish
```

==> notes.md <==
Implementation run completed; key figures follow.

Synth:
- The run gives the per-instance average area after synthesis as 9.70 µm².
- The synthesized netlist contains 67 unique library cells.
- The run gives the sequential fraction of the synthesis area as 44.2%.
- The run gives the number of cells produced by synthesis as 1230.
- The run puts the count of flip-flops with a built-in enable after synthesis at 3.
- The synthesis stat section lists a flop and latch total of 210.
- The synthesis report gives the async set-or-reset register share as 98.6%.
- The most used flip-flop cell after synthesis is dfrtp_1.
- Counting the warning lines in the Yosys log gives 1.
- The run puts the post-synthesis cell area at 11900 µm².
- The run gives the most common cell in the netlist as dfrtp_1.
- Yosys reports a chip area of 11900 µm².
- For reference, the top cells by area after synthesis are dfrtp_1, mux2_2, o21ai_0.
- The run puts the share of Yosys cell area claimed by the top area cell type at 43.4%.
- Yosys reports that the most numerous cell types are dfrtp_1, o21ai_0, mux2_2.
- The run gives the yosys stat cell total as 1230.
- The cell type that accounts for the most area after synthesis is dfrtp_1.

Global route:
- The run gives the global-route usage over all layers as 22.7%.
- Per the GRT congestion report, total overflow comes to 0.
- The run puts the number of antenna violations at the first check in global routing at 0.
- The run puts the first-pass GRT wire length at 70000 µm.
- The via count of the first global-routing pass was 12.5k.
- The run gives the maximum number of pins on one net before global-route repair as 34.

Worst setup path:
- The run gives the worst path required time as 1.26 ns.
- Walking the worst path, the cells encountered are or4_4, or4_4, or2_4, nor3_4, nand2b_1, ha_1, o21ai_1, nand2_1, o21ai_1, a21oi_1.
- STA classifies the critical path endpoint as a flip-flop.
- The run gives the type of element launching the critical path as a flip-flop.
- The run gives the critical-path maximum fanout as 2.
- The run puts the signal arrival time at the worst endpoint at 2.84 ns.
- For this design, the slowest cell found on the critical path is or4_4.
- The run puts the delay of the slowest critical-path stage at 0.55 ns.
- The run puts the worst setup slack for register-to-register paths at -1.58 ns.
- The run gives the kind of critical path as flip-flop to flip-flop.

Floorplanning:
- The run puts the site row count at 72.
- The run puts the die extent in y at 201 µm.
- The run gives the number of primary I/O pins as 76.
- The run gives the x dimension of the die as 201 µm.
- The share of the core area taken by cells at floorplan is 30.6%.
- The run gives the placeable core region as 38900 µm².
- After floorplanning, the die was sized to cover 40600 µm².

Hold path:
- The run gives the class of the most critical hold timing path as input port to flip-flop.

Timing:
- The run gives the worst-case setup margin in the final layout as -1.58 ns.
- The run puts the transition time at the pin with the least slew margin at 0.660 ns.
- The run gives the count of final setup violators as 138.
- In the final report, the number of pins over their slew limit comes to 0.
- The run gives the final setup skew as 0.0139 ns.
- The max-slew check reports its worst relative slack as 55.7%.
- The run gives the final hold violation count as 0.
- The run gives the post-route worst hold slack as 0.220 ns.
- Setup repair after global routing could not meet its margin everywhere.

Run status:
- The flow ran to the end, but the final reports show violations.
- The checks that failed: setup timing.

Power:
- The run gives the leakage power summed over all cells as 8.56 nW.
- The run puts the worst vdd rail ir drop at 1.23 mV.
- The run gives the cell area power density as 2460 nW/µm².

Clock tree:
- The run gives the hold buffer count at cts as 0.
- The number of clock sinks came to 210.
- The run gives the clock transition time at the flip-flop clock pins of the worst setup and hold paths as 0.08 ns.
- The run gives the clock tree from TritonCTS as built.

Place:
- The run gives the worst-case setup slack after placement as -1.58 ns.
- The HPWL after detailed placement is 30600 µm.
- The run gives the count of buffers inserted at the top-level ports as 72.
- The run gives the final weighted congestion of routability-driven global placement as 0.954.

Routing:
- Per the detail_route report, inserted antenna diodes total 0.
- The run puts the average wire per cell in the routed design at 19.9 µm.
- The run gives the remaining design rule violation count as 0.
- The run puts the DRC violation total after the first TritonRoute iteration at 873.
- The run puts the number of vias after detailed routing at 12.5k.
- For this run, the detailed router reports a per-instance via density of 5.44.
- The run gives the total iterations of the first detailed-routing run as 6.
- For this block, the routed nets add up to 45500 µm of wire.
- The run puts the number of antenna-violating nets in the routed design at 0.

Finish:
- The run gives the area overhead of the layout relative to synthesis as 68.9%.
- Cells with a size suffix above 1 make up 51.5% of the layout.
- The run gives the tally of filler cells in the layout as 3112.
- The run gives the combinational gate area as 7800 µm².
- The run gives the register area as 5280 µm².
- The run gives the utilization after layout as 51.8%.

Job:
- The run gives the count of tool warnings as 32.
- The run gives the tally of max-capacitance violations as 0.
[through the flow]
| step | cell area (µm²) | power (mW) | TNS [ns] | instances |
|---|---|---|---|---|
| 2_1_floorplan | 13000 | 24.4 | -457.02 | 1230 |
| 3_3_place_gp | 16800 | 34.9 | -167.00 | 2114 |
| 3_5_place_dp | 16800 | 35.1 | -168.30 | 2114 |
| 4_1_cts | 19600 | 47.4 | -102.93 | 2260 |
| 5_1_grt | 20100 | 52.5 | -111.38 | 2290 |
| 6_report | 20100 | 49.6 | -102.76 | 2290 |
[worst paths after layout]
kind                                              startpoint                      endpoint  depth (start not counted)
max in group clk1                   counter0[26]$_DFFE_PP0P_      counter0[31]$_DFFE_PP0P_                          7
worst max-delay path                 counter2[4]$_DFFE_PP0P_      counter2[32]$_DFFE_PP0P_                         10
worst max register to register       counter2[4]$_DFFE_PP0P_      counter2[32]$_DFFE_PP0P_                         10
worst min-delay path                              counter_we                  M2$_DFFE_PP_                          2
max in group clk0                               M0$_DFFE_PP_                            M0                          4
worst min register to register  counter0_Lock[5]$_DFFE_PP0P_  counter0_Lock[5]$_DFFE_PP0P_                          1
min in group clk2                   counter1[23]$_DFFE_PP0P_      counter1[23]$_DFFE_PP0P_                          2
min in group clk1                           clr0$_DFFE_PP0P_              clr0$_DFFE_PP0P_                          2
min in group asynchronous                                rst  counter1_Lock[5]$_DFFE_PP0P_                          4
max in group clk2                    counter1[0]$_DFFE_PP0P_      counter1[32]$_DFFE_PP0P_                         11
[cells in the final DEF (no fill, tap or decap), drive strengths merged, types with 6 or more instances in the layout]
cell	instances
a21o	8
a22o	26
dfrtp	207
o221ai	15
xnor2	51
buf	523
xor2	28
clkbuf	38
nand2	99
nor2	85
clkinv	11
nand4	7
a222oi	28
ha	9
nand3	16
a22oi	36
inv	18
mux2	102
a221o	8
a211oi	6
or3	9
nand2b	23
nor3	41
a31oi	7
nor2b	9
o21ai	104
o211ai	22
or4	18
a21oi	77
clkdlybuf4s50	33
or2	8
nor4	25
[worst max-delay path, delay by kind of cell, from the launching register on]
family	cells	cell delay, ns
adders and majority gates	1	0.30
and+or+nand+nor	6	1.63
AOI/OAI and AO/OA	3	0.25
DFF	1	0.37
[layer usage]
layer	routed length, µm	vias to the layer above	global-route usage [%]	part of all wire (%)
met2	20800	501	33.7	46
met1	19800	6149	32.9	44
met5	0	-	0	0
met3	3760	88	6.93	8.3
met4	1180	0	5.55	2.6
li1	-	5712	-	-
[cells by family after synthesis]
group / count (synthesis) / synth area share [%]
compound gates: 377 / 21.3
mux: 102 / 9.63
xor+xnor: 79 / 5.80
simple gates: 356 / 15.0
buf+inv: 97 / 3.13
flops: 210 / 44.2
fa+ha+maj: 9 / 0.944
[layout make-up]
class	instances	area share [%]
timing repair buffer	575	27.6
sequential	210	26.2
clock buffer	28	3.16
multi-input combinational	927	38.7
inverter	20	0.559
clock inverter	12	0.559
tap	518	3.22
[state kept, by name (all words and copies together) (netlist names), 6 cells and up]
name,cells
counter0,33
counter1_Lock,32
counter2_Lock,32
counter_Ctrl,6
counter0_Lock,32
counter1,33
counter2,33
[power breakdown]
group	total [mW]	internal [mW]	switching, mW
registers	12.6	10.3	2.22
logic	29.4	15.9	13.5
clock network	7.65	4.27	3.38
[repair_timing]
item,CTS,global route
gates cloned,12,2
pin swaps,73,84
buffers inserted,96,85
endpoints found under the setup margin,246,169
gates resized,379,157
hold endpoints to repair,0,0
Power is estimated from default activity; no workload was simulated.
