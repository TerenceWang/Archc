File: design/flow/config.mk
export PLATFORM = sky130hd
export DESIGN_NAME = Convert
export DESIGN_NICKNAME = Convert
export VERILOG_FILES = /design/flow/design.v
export SDC_FILE = /design/flow/constraint.sdc
export NUM_CORES = 4
export LEC_CHECK = 1
export CORE_AREA = 10 10 144 144
export DIE_AREA = 0 0 154 154
File: design/flow/constraint.sdc
current_design Convert

set clk_period 1.0
set clk_io_pct 0.2

create_clock -name clk0 -period $clk_period [get_ports {clk}]

set non_clock_inputs [all_inputs -no_clocks]
set_input_delay [expr $clk_period * $clk_io_pct] -clock clk0 $non_clock_inputs
set_output_delay [expr $clk_period * $clk_io_pct] -clock clk0 [all_outputs]
File: design/flow/design.v
`timescale 1ns / 1ps
module Convert(input clk,input [31:0]Inst,input [7:0]ram_addr,input [7:0] rom_addr, input[3:0]state, input[7:0]type,input[7:0]code,input[7:0]stage,
	input [7:0]pc,input [15:0]regs,
    output reg[255:0]strdata);
	 reg[3:0] temp;
	 integer i;
	 reg[31:0]Insts;
	always@(posedge clk)
	begin
		Insts<=Inst;
		temp<=Insts[31:28];
		if(temp<4'b1010)
			strdata[255:248]=temp-4'b0000+"0";
		else
			strdata[255:248]=temp-4'b1010+"A";
		temp<=Insts[27:24];
		if(temp<4'b1010)
			strdata[247:240]=temp-4'b0000+"0";
		else
			strdata[247:240]=temp-4'b1010+"A";
		temp<=Insts[23:20];
		if(temp<4'b1010)
			strdata[239:232]=temp-4'b0000+"0";
		else
			strdata[239:232]=temp-4'b1010+"A";
		temp<=Insts[19:16];
		if(temp<4'b1010)
			strdata[231:224]=temp-4'b0000+"0";
		else
			strdata[231:224]=temp-4'b1010+"A";
		temp<=Insts[15:12];
		if(temp<4'b1010)
			strdata[223:216]=temp-4'b0000+"0";
		else
			strdata[223:216]=temp-4'b1010+"A";
		temp<=Insts[11:8];
		if(temp<4'b1010)
			strdata[215:208]=temp-4'b0000+"0";
		else
			strdata[215:208]=temp-4'b1010+"A";
		temp<=Insts[7:4];
		if(temp<4'b1010)
			strdata[207:200]=temp-4'b0000+"0";
		else
			strdata[207:200]=temp-4'b1010+"A";
		temp<=Insts[3:0];
		if(temp<4'b1010)
			strdata[199:192]=temp-4'b0000+"0";
		else
			strdata[199:192]=temp-4'b1010+"A";
		strdata[191:184]=" ";
		temp<=ram_addr[7:4];
		if(temp<4'b1010)
			strdata[183:176]=temp-4'b0000+"0";
		else
			strdata[183:176]=temp-4'b1010+"A";
		temp<=ram_addr[3:0];
		if(temp<4'b1010)
			strdata[175:168]=temp-4'b0000+"0";
		else
			strdata[175:168]=temp-4'b1010+"A";
		strdata[167:160]=" ";
		temp<=rom_addr[7:4];
		if(temp<4'b1010)
			strdata[159:152]=temp-4'b0000+"0";
		else
			strdata[159:152]=temp-4'b1010+"A";
		temp<=rom_addr[3:0];
		if(temp<4'b1010)
			strdata[151:144]=temp-4'b0000+"0";
		else
			strdata[151:144]=temp-4'b1010+"A";
		strdata[143:128]="  ";
		temp<=state;
		if(temp<4'b1010)
			strdata[127:120]=temp-4'b0000+"0";
		else
			strdata[127:120]=temp-4'b1010+"A";
		strdata[119:112]=" ";
		strdata[111:104]=type;
		strdata[103:96]=" ";
		strdata[95:88]=code;
		strdata[87:80]=" ";
		strdata[79:72]=stage;
		strdata[71:64]=" ";
		temp<=pc[7:4];
		if(temp<4'b1010)
			strdata[63:56]=temp-4'b0000+"0";
		else
			strdata[63:56]=temp-4'b1010+"A";
		temp<=pc[3:0];
		if(temp<4'b1010)
			strdata[55:48]=temp-4'b0000+"0";
		else
			strdata[55:48]=temp-4'b1010+"A";
		strdata[47:40]=" ";
		temp<=regs[15:12];
		if(temp<4'b1010)
			strdata[39:32]=temp-4'b0000+"0";
		else
			strdata[39:32]=temp-4'b1010+"A";
		temp<=regs[11:8];
		if(temp<4'b1010)
			strdata[31:24]=temp-4'b0000+"0";
		else
			strdata[31:24]=temp-4'b1010+"A";
		temp<=regs[7:4];
		if(temp<4'b1010)
			strdata[23:16]=temp-4'b0000+"0";
		else
			strdata[23:16]=temp-4'b1010+"A";
		temp<=regs[3:0];
		if(temp<4'b1010)
			strdata[15:8]=temp-4'b0000+"0";
		else
			strdata[15:8]=temp-4'b1010+"A";
		strdata[7:0]=" ";
	end
endmodule
File: design/flow/run.sh
#!/bin/bash
# OpenROAD 26Q1-2900-gdf79404cd8, Yosys 0.63+post, stock flow scripts
make -C /OpenROAD-flow-scripts/flow DESIGN_CONFIG=/design/flow/config.mk WORK_HOME=/design/flow/orfs finish
==> impl_table.tex <==
% Synthesis and place-and-route results
\begin{tabular}{lr}
\hline
Metric & Value \\
\hline
\multicolumn{2}{l}{\textbf{Synth}} \\
Summed standard-cell area reported by yosys & roughly 0.0026 sq mm \\
Synth unique cells & 16 \\
Post-Syn Area & $\sim$0.0026 sq mm \\
Instance tally after logic synthesis & 288 \\
Count of instantiated cells in the yosys netlist & 288 \\
Part of the Yosys area used for sequential elements & between 20\% and 30\% \\
Number of storage elements in the synthesis netlist & 35 \\
Warning count from the yosys run & 1 \\
Avg Synthesized Cell Area & between 8 and 9 sq um \\
\multicolumn{2}{l}{\textbf{Final timing}} \\
Max frequency & roughly 760 MHz \\
Final setup slack of the worst path & -0.311 ns \\
Cycle use final & 131\% \\
Clock Skew & 0.00137 ns \\
Clock period minus worst slack & 1.31 ns \\
Post-route setup TNS & -27.42 ns \\
Tightest hold margin & $\sim$0.35 ns \\
Final-report hold violation count & 0 \\
Unrepaired setup endpoints after global routing & yes \\
Setup violation total in the final timing report & around 140 \\
Number of max-slew violations in the final report & 0 \\
\multicolumn{2}{l}{\textbf{Floorplanning}} \\
Core Area & between 0.015 and 0.02 sq mm \\
Vert. Die Dim & $\sim$150 um \\
Number of top-level pins & 357 \\
Width of the chip & about 150 um \\
Chip area & $\sim$0.024 sq mm \\
FP Core Util & around 15\% \\
Number of standard-cell rows in the floorplan & roughly 48 \\
\multicolumn{2}{l}{\textbf{GRT}} \\
Antenna violations before repair & 0 \\
First-pass GRT wire length & 13800 um \\
Number of global-route vias before repair & around 2.1k \\
Pin count of the biggest net entering global routing & 13 \\
Overall overflow remaining after global route & 0 \\
Total global routing track utilization & 7.39\% \\
\multicolumn{2}{l}{\textbf{CTS}} \\
Clock-pin slew reported for the worst setup and hold paths after clock tree synthesis & approximately 0.060 ns \\
Total number of clock tree sinks & 35 \\
CTS Root Cell & sky130\_fd\_sc\_hd\_\_clkbuf\_16 \\
Maximum clock insertion buffer count & 2 \\
Number of buffers inserted during clock tree synthesis & 5 \\
Clock tree from TritonCTS & done \\
Insertion delay of the later-clocked pin in the worst-skew pair & 0.28 ns \\
H-tree levels & 2 \\
\multicolumn{2}{l}{\textbf{Layout}} \\
Count of fill cells added during filler insertion & 1750 \\
Ratio of cells with drive above 1 in the final layout & between 60 and 70\% \\
Layout overhead on the synthesized area & 83.0\% \\
\multicolumn{2}{l}{\textbf{Place}} \\
RePlAce Congestion & 0.764 \\
Tally of buffers added on design ports & around 190 \\
Half-perimeter wire length of the detailed placement result & approximately 6400 um \\
\multicolumn{2}{l}{\textbf{Run status}} \\
Violated checks & negative setup slack \\
Status & finished with violations \\
\multicolumn{2}{l}{\textbf{Pwr}} \\
Cell leakage power & $\sim$2.3 nW \\
Total power divided by cell area & 1170 mW/mm\^{}2 \\
IR drop worst, VDD & approximately 930 uV \\
Final Power & around 5.5 mW \\
\multicolumn{2}{l}{\textbf{Worst setup path}} \\
Data required, critical path & 0.80 ns \\
Highest fanout seen on the critical path & 3 \\
Maximum cell stage delay along the critical path & about 0.35 ns \\
Cell-by-cell trace of the critical path & buf\_12, buf\_16, buf\_12, buf\_6 \\
Most repeated library cell on the critical path & sky130\_fd\_sc\_hd\_\_buf\_12 \\
Class of the most critical setup path & reg2out \\
Worst Setup End Kind & output pin \\
Startpoint type of the worst setup path & flop \\
Crit path arrival time & between 1 and 1.5 ns \\
Slowest cell on the critical path & sky130\_fd\_sc\_hd\_\_dfxtp\_4 \\
\multicolumn{2}{l}{\textbf{Drt}} \\
Wirelength, routed & $\sim$9600 um \\
Count of antenna-violating nets left after detailed routing & 0 \\
Total DRC errors in the routed layout & 0 \\
Average routed wire per standard cell & 15.0 um \\
Antenna cell count & 0 \\
Vias/cell & 2.76 \\
Number of DRC violations after detailed-routing iteration 0 & 31 \\
Total vias in the final route & around 1.8k \\
Drt first pass iters & 3 \\
\multicolumn{2}{l}{\textbf{Job}} \\
Max-cap violations & 0 \\
Number of OpenROAD warnings & roughly 100 \\
\multicolumn{2}{l}{\textbf{Min path}} \\
Hold Crit Class & in2reg \\
\hline
\end{tabular}
## logic make-up (layout without fill, tap and decap cells)
group | count (synthesis) | count (layout) | share of synthesized area (%)
and+or+nand+nor | 9 | 9 | 1.51
adders and majority gates | 4 | 4 | 1.95
AOI/OAI and AO/OA | 5 | 5 | 1.22
other | 2 | 99 | 0.292
xor gates and xnor gates | 4 | 4 | 1.36
DFF | 35 | 35 | 27.3
buffers and inverters | 229 | 257 | 66.4
## cell usage after synthesis
cell type	n	share of area (%)
sky130_fd_sc_hd__o21ai_0	2	0.39
sky130_fd_sc_hd__nand3_1	1	0.19
sky130_fd_sc_hd__inv_1	3	0.44
sky130_fd_sc_hd__nand2_1	6	0.88
sky130_fd_sc_hd__buf_2	1	0.19
sky130_fd_sc_hd__xor2_1	3	1.0
sky130_fd_sc_hd__o21ai_2	1	0.34
sky130_fd_sc_hd__buf_4	225	66
sky130_fd_sc_hd__xnor2_1	1	0.34
sky130_fd_sc_hd__a21boi_0	1	0.29
sky130_fd_sc_hd__ha_1	4	1.9
sky130_fd_sc_hd__a21oi_1	1	0.19
sky130_fd_sc_hd__nor2_1	1	0.15
sky130_fd_sc_hd__dfxtp_1	35	27
sky130_fd_sc_hd__conb_1	2	0.29
sky130_fd_sc_hd__nand3b_1	1	0.29
## state kept, by name (all words and copies together) (netlist names)
name and cells:
temp 4, strdata 31
## area by class of cell
type | count | area [sq um] | area share, %
Tap cell | 225 | 282 | 5.99
Clock buffer | 5 | 125 | 2.66
Sequential cell | 35 | 739 | 15.7
Clock inverter | 3 | 43.8 | 0.932
Multi-Input combinational cell | 121 | 626 | 13.3
Timing Repair Buffer | 246 | 2870 | 61.0
Inverter | 3 | 16.3 | 0.346
## path summary, 6_finish.rpt
path	cells past startpoint	to	slack (ns)	from
worst min-delay path	1	strdata[106]	0.35	type[2]
worst min register to register	3	strdata[250]	0.59	temp[2]
worst max register to register	7	strdata[252]	-0.25	temp[1]
worst max-delay path	4	strdata[243]	-0.31	strdata[251]
## layer usage
metal	global-route usage [%]	share of wire (%)	up-vias
met5	0	0	-
met4	0.585	0.84	0
met3	4.02	13	5
met2	12.9	50	152
met1	7.94	37	798
li1	-	-	806
## power by group
group / total (mW) / internal, mW / switching, mW / leakage [nW]
Sequential: 1.54 / 1.49 / 0.0519 / 0.297
Clock: 1.79 / 1.17 / 0.614 / 0.0838
Combinational: 2.18 / 1.59 / 0.597 / 1.90
Total: 5.51 / 4.25 / 1.26 / 2.28
## critical path: cells and delay by family (launching register included)
| family | cells | cell delay [ns] |
|---|---|---|
| buf+inv | 4 | 0.47 |
| flops | 1 | 0.35 |
## stage by stage
step           worst slack, ns  area [sq um]  std cells  utilization [%]
4_1_cts                 -0.432          5030        653             28.8
3_3_place_gp            -0.230          3590        583             20.6
2_1_floorplan           -0.204          2970        385                -
3_5_place_dp            -0.243          3590        583             20.6
6_report                -0.311          4700        638             26.9
5_1_grt                 -0.344          4700        638             26.9
## cell usage in the layout, fill, tap and decap left out
cell | Yosys | final
sky130_fd_sc_hd__clkinv_4 | 0 | 1
sky130_fd_sc_hd__buf_2 | 1 | 8
sky130_fd_sc_hd__ha_4 | 0 | 4
sky130_fd_sc_hd__buf_4 | 225 | 8
sky130_fd_sc_hd__bufinv_16 | 0 | 1
sky130_fd_sc_hd__buf_8 | 0 | 10
sky130_fd_sc_hd__buf_16 | 0 | 8
sky130_fd_sc_hd__a21boi_1 | 0 | 1
sky130_fd_sc_hd__xnor2_4 | 0 | 1
sky130_fd_sc_hd__o21ai_2 | 1 | 2
sky130_fd_sc_hd__conb_1 | 2 | 99
sky130_fd_sc_hd__nand2_1 | 6 | 5
sky130_fd_sc_hd__clkdlybuf4s15_1 | 0 | 7
sky130_fd_sc_hd__inv_2 | 0 | 1
sky130_fd_sc_hd__dfxtp_1 | 35 | 18
sky130_fd_sc_hd__xor2_1 | 3 | 2
sky130_fd_sc_hd__nand3b_1 | 1 | 1
sky130_fd_sc_hd__a21oi_1 | 1 | 1
sky130_fd_sc_hd__nand2_2 | 0 | 1
sky130_fd_sc_hd__clkdlybuf4s50_1 | 0 | 28
sky130_fd_sc_hd__buf_12 | 0 | 17
sky130_fd_sc_hd__dfxtp_2 | 0 | 10
sky130_fd_sc_hd__clkbuf_16 | 0 | 5
sky130_fd_sc_hd__nand3_2 | 0 | 1
sky130_fd_sc_hd__clkbuf_2 | 0 | 15
sky130_fd_sc_hd__dfxtp_4 | 0 | 7
sky130_fd_sc_hd__nor2_1 | 1 | 1
sky130_fd_sc_hd__inv_4 | 0 | 2
sky130_fd_sc_hd__o21ai_4 | 0 | 1
sky130_fd_sc_hd__buf_6 | 0 | 145
sky130_fd_sc_hd__xor2_2 | 0 | 1
sky130_fd_sc_hd__clkinv_2 | 0 | 1
## timing repair
action	4_1_cts	5_1_grt
pin swaps	5	8
gates resized	638	54
setup buffers	44	5
setup endpoints to repair	164	153
hold buffers	0	0
gates cloned	21	0
Power is estimated from default activity; no workload was simulated.
